==> flow/design.v <==
module bin(clk,reset,count);
input clk,reset;
output reg [3:0]count;
always @(posedge clk)
begin
if(reset==1) begin count=4'b0; end
else begin count=count+1; if(count==4'b1010) begin count=4'b0000; end 
end
end
endmodule
==> flow/run.sh <==
#!/bin/bash
# OpenROAD 26Q1-2900-gdf79404cd8, Yosys 0.63+post, stock flow scripts
make -C /OpenROAD-flow-scripts/flow DESIGN_CONFIG=/design/flow/config.mk WORK_HOME=/design/flow/orfs finish
==> flow/config.mk <==
export PLATFORM = sky130hd
export DESIGN_NAME = bin
export DESIGN_NICKNAME = bin
export VERILOG_FILES = /design/flow/design.v
export SDC_FILE = /design/flow/constraint.sdc
export NUM_CORES = 4
export LEC_CHECK = 1
export CORE_AREA = 10 10 70 70
export DIE_AREA = 0 0 80 80
==> flow/constraint.sdc <==
current_design bin

set clk_period 1.8
set clk_io_pct 0.2

create_clock -name clk0 -period $clk_period [get_ports {clk}]

set non_clock_inputs [all_inputs -no_clocks]
set_input_delay [expr $clk_period * $clk_io_pct] -clock clk0 $non_clock_inputs
set_output_delay [expr $clk_period * $clk_io_pct] -clock clk0 [all_outputs]
==> changes_impl.md <==
## Implementation

* Status: complete, no violations
* GR Util All Layers at 1.71%
* DRT iter0 DRCs at 11
* Width of the chip at approximately 80 µm
* Core Area at ~3400 µm²
* Lkg Pwr at 0.000106 µW
* CP startpoint: count[0]
* RePlAce Congestion at 0.717
* Ys cells at 22
* Max IR drop VDD at 0.341 mV
* CP endpoint kind: output pin
* Hold path startpoint: count[2]
* Via count at 215
* Max_slew headroom at between 80% and 90%
* Highest-delay cell along the critical path: clkdlybuf4s50_1
* Critical path buffer and inverter count at 1
* Switching pwr at 59.3 µW
* Antenna violations before repair at 0
* Clock Path Buffers at 2
* Clock network power share at 43.4%
* Largest register FFs at 4
* Slew @ Worst Pin at 239 ps
* Register area share after synthesis at 39.0%
* First-pass GRT wire length at 869 µm
* Initial Utilization at 6.01%
* Post-Synthesis Cells at 22
* Critical path class: register to output pin
* Setup violators final at 0
* Met3 WL at ~110 µm
* RSZ-0062 raised after global routing: false
* Commonest Layout Cell: clkdlybuf4s50_1
* Power per Cell Area at between 700 and 800 nW/µm²
* WL met1 at between 200 and 250 µm
* Final worst setup slack at 248 ps
* Required @ worst endpoint at 1440 ps
* Min cycle time layout at 1550 ps
* Data arrival, critical path at 1190 ps
* CTS Buf Count at 3
* Final Util at about a tenth
* Most frequent cells in the layout: 5 x clkdlybuf4s50_1, 4 x dfxtp_1, 3 x nor2_1, 3 x clkbuf_4
* Die Size at 6400 µm²
* Post-CTS Setup Bufs at 0
* Post-DP HPWL at 356 µm
* Final wirelength at 507 µm
* Tool warning count at 26
* YS warnings at 1
* Clock Skew at 1.72 ps
* Net Sw Frac at 23.6%
* Area growth from synthesis to layout at 63.4%
* Router iterations before antenna repair at 4
* DR DRC count at 0
* Hold_ws at 519 ps
* Netlist Area Pre-Place at around 210 µm²
* Setup TNS Final at 0 ps
* Library cells used by synthesis at 15
* IO Pins at 6
* Clock sink count at 4
* Number of global-route vias before repair at 203
* Hold Buf Count CTS at 0
* CTS H-tree lvls at 1
* DR vias/cell at 2.83
* R2r startpoint: count[0]
* PostCTS Resize Cnt at 0
* Met2 WL at 154 µm
* I/O Buffers at 5
* Final Max Slew Viols at 0
* GRT overflow at 0
* ANT cells at 0
* Comb pwr share at between 10% and 20%
* Syn Area/Cell at 9.33 µm²
* Critical path cell sequence: clkdlybuf4s50_1
* Rows at 21
* Ratio of cells with drive above 1 in the final layout at 10.0%
* CTS tree: built
* Crit Path Max Fanout at 7
* Crit-path max cell delay at between 500 and 600 ps
* Clock latency (worst-skew pair) at 230 ps
* Sequential share of power at 41.8%
* Pre-CTS setup slack at ~500 ps
* Fmax at 644 MHz
* Hold crit path type: register to register
* Post-route ant nets at 0
* Fin crit share at 86.2%
* Worst-path clk slew at 40 ps
* Startpoint Class: register
* Post-synth regs at 4
* CP top delay family: buffers and inverters
* Average wire per standard cell at roughly 6.7 µm
* Top Layer Used: met4
* P_int at 192 µW
* Yosys Chip Area at 205 µm²
* Die height at 80 µm
* Largest net degree at the start of global routing at 8
* CTS root buffer: clkbuf_4
* Fin. Hold Viols at 0
* Max_cap viols at 0
[kinds of logic (layout without fill, tap and decap cells)]
kind of cell / Yosys count / count (layout) / synth area share (%)
adder cells (fa/ha/maj): 2 / 2 / 12.2
XOR/XNOR: 1 / 1 / 4.27
AND-OR/OR-AND: 8 / 8 / 29.3
AND/OR/NAND/NOR: 5 / 5 / 11.6
buffers and inverters: 2 / 10 / 3.66
flip-flops: 4 / 4 / 39.0
[power by group through the flow]
| stage | Combinational, µW | Clock [µW] | Sequential, µW |
|---|---|---|---|
| 6_report | 37.1 | 109 | 105 |
| 5_1_grt | 43.2 | 122 | 106 |
| 4_1_cts | 37.2 | 116 | 105 |
[layout make-up]
cell class | count | area, µm²
Multi-Input combinational cell | 16 | 118
Timing Repair Buffer | 5 | 50.0
Inverter | 2 | 7.51
Fill cell | 410 | 3080
Clock buffer | 3 | 22.5
Tap cell | 46 | 57.6
Sequential cell | 4 | 80.1
[Yosys cell counts (all sizes together)]
cell type | number | share of area (%)
dfxtp | 4 | 39
nor2 | 3 | 5.5
ha | 2 | 12
inv | 2 | 3.7
a21boi | 1 | 3.7
a21o | 1 | 3.7
a21oi | 1 | 2.4
a221o | 1 | 4.9
a311oi | 1 | 4.3
a31oi | 1 | 3.1
a32o | 1 | 4.9
nand3 | 1 | 2.4
nand3b | 1 | 3.7
o21ai | 1 | 2.4
xnor2 | 1 | 4.3
[final timing paths]
check / depth (start not counted) / slack, ps / endpoint
hold / removal: 1 / 520 / count[3]
setup reg to reg: 4 / 500 / count[3]
hold reg to reg: 1 / 520 / count[3]
setup / recovery: 1 / 250 / count[0]
[stage by stage]
step | cell area, µm² | total power [µW] | std cells
after floorplan | 205 | 122 | 22
after global placement | 313 | 142 | 73
after detailed placement | 313 | 143 | 73
after CTS | 335 | 258 | 76
after global routing | 335 | 272 | 76
final | 335 | 251 | 76
[layer usage]
layer | up-vias | track usage (%)
met1 | 96 | 2.13
met5 | - | 0
met3 | 2 | 2.16
met2 | 18 | 1.77
li1 | 99 | -
met4 | 0 | 0.176
Power and IR drop assume default switching activity.
