--- design.v ---
`timescale 1ns / 1ps
module comparator(a,b,aless,agreat,equal);
parameter N=4;
input [N-1:0]a,b;
output reg aless,agreat,equal;
always @(*) begin
agreat=0; aless=0;equal=0;
if (a>b) agreat=1'b1;
else if(a<b) aless=1'b1;
else equal=1'b1;
end
endmodule
--- run.sh ---
#!/bin/bash
# OpenROAD 26Q1-2900-gdf79404cd8, Yosys 0.63+post, stock flow scripts
make -C /OpenROAD-flow-scripts/flow DESIGN_CONFIG=/design/flow/config.mk WORK_HOME=/design/flow/orfs finish
--- config.mk ---
export PLATFORM = sky130hd
export DESIGN_NAME = comparator
export DESIGN_NICKNAME = comparator
export VERILOG_FILES = /design/flow/design.v
export SDC_FILE = /design/flow/constraint.sdc
export NUM_CORES = 4
export LEC_CHECK = 1
export CORE_AREA = 10 10 70 70
export DIE_AREA = 0 0 80 80
--- constraint.sdc ---
current_design comparator

set clk_period 1.8
set clk_io_pct 0.2

create_clock -name clk0 -period $clk_period

set non_clock_inputs [all_inputs -no_clocks]
set_input_delay [expr $clk_period * $clk_io_pct] -clock clk0 $non_clock_inputs
set_output_delay [expr $clk_period * $clk_io_pct] -clock clk0 [all_outputs]
==> out/qor.csv <==
metric,value,unit
run_status,completed,
timing.critical_path.to_type,output pin,
warnings,32,
floorplanUtilization,0.0348,
cp.required,1.44,ns
detailedRoute.firstPassIterationCount,2,
cap_viol_max_count,0,
post_cts_hold_buffer_count,0,
synth_cell_type_count,9,
final_util,0.0974,
grt_setup_unrepaired,no,
postRouteWirelength,524,microns
avgViaCountPerCell,2.16,
design.portCount,11,
antenna_found_initial,0,
comb_area,164,sq um
drive_above_1_share,0.467,
postSynthCellCount,18,
grt_pass1_wl,821,microns
detailed_place_hpwl,441,microns
drc,0,
synth.top_cells.by_area,"sky130_fd_sc_hd__ha_1 (42%), sky130_fd_sc_hd__inv_1 (16%), sky130_fd_sc_hd__a21oi_1 (8.4%), sky130_fd_sc_hd__a311oi_1 (7.4%), sky130_fd_sc_hd__a21o_1 (6.3%)",
area_growth_syn_to_layout,180,%
fp.dieH,80,microns
fmax,578,MHz
leakagePower,0.136,nW
max-slew-margin-rel,0.873,
startpoint_type,primary input,
tightest_pin_transition,0.191,ns
min_period,1.73,ns
timing.critical_path.arrival,1.37,ns
worst_path_largest_cell_delay,0.28,ns
chipArea,6400,sq um
die_width,80,microns
weighted_congestion_at_the_end_of_routability_driven_global_placement,0.657,
power_per_cell_area,198,nW/um^2
grt_usage,0.0162,
diodes,0,
overflow,0,
yosys-stat-cells,18,
irDropWorstVdd,0.0000261,V
critical-path-slowest-cell,sky130_fd_sc_hd__ha_4,
grt_max_degree,4,
core-area,3420,sq um
min-delay-path-class,primary input to output pin,
setup_viol,0,
yosysWarnings,1,
worstPathCellList,dlygate4sd2_1 > ha_4 > nand2_2 > a21o_1 > and2_1 > buf_2,
timing.final.max_slew_violations,0,
critical_path.top_delay_family,buffers and inverters,
setup_total_negative_slack,0,ns
setup.worst_path.class,primary input to output pin,
number_of_i_o_port_buffers,11,
placement_rows,21,
worst-path-max-fanout,3,
fillcell_total,412,
top_area_cell_share,0.421,
clockBufferCount,0,
grt_pass1_vias,161,
avgRoutedWirePerCell,6.89,microns
design.seq.count,0,
synth_seq_share,0,
finalCritPeriodShare,0.960,
cp.buffers_inverters,2,
synth-area-yosys,119,sq um
mappedNetlistArea,119,sq um
final-seq-area,0,sq um
drt_iter0_markers,13,
syn-mean-instance-area,6.60,sq um
detailed_route_via_count,164,
finalHoldViolCount,0,
yosys.area.top_type,sky130_fd_sc_hd__ha_1,
postRouteAntennaNets,0,
[stage by stage]
| stage | power, mW | area [sq um] | hold WS (ns) | setup slack [ns] | cells |
|---|---|---|---|---|---|
| 2_1_floorplan | 0.0204 | 119 | 0.896 | 0.434 | 18 |
| 3_3_place_gp | 0.0562 | 287 | 1.82 | -0.593 | 75 |
| 3_5_place_dp | 0.0565 | 287 | 1.83 | -0.591 | 75 |
| 4_1_cts | 0.0639 | 320 | 1.36 | 0.0624 | 76 |
| 5_1_grt | 0.0744 | 333 | 1.39 | 0.00488 | 76 |
| 6_report | 0.0660 | 333 | 1.35 | 0.0712 | 76 |
[cell families after synthesis]
| logic type | share of synthesized area |
|---|---|
| adder cells (fa/ha/maj) | 0.421 |
| buffers and inverters | 0.158 |
| AND-OR/OR-AND | 0.221 |
| AND/OR/NAND/NOR | 0.200 |
[synthesized netlist by cell type (all sizes together)]
| cell | n |
|---|---|
| nor2 | 1 |
| nand2 | 2 |
| ha | 4 |
| inv | 5 |
| a21o | 1 |
| and2 | 1 |
| nand2b | 1 |
| a21oi | 2 |
| a311oi | 1 |
[what timing repair did]
action,in CTS,in global routing
endpoints found under the setup margin,3,1
gates resized,26,1
pin swaps,9,1
setup buffers,1,0
[layout by cell type, fill, tap and decap left out, drive strengths merged]
cell         count
nand2b           1
inv              5
ha               4
a21o             1
a21oi            2
buf              4
nor2             1
and2             1
nand2            2
a311oi           1
dlygate4sd2      8
[metal layers]
layer	vias to the layer above	wire length, microns	GRT usage
li1	83	-	-
met1	77	208	0.0185
met2	4	303	0.0329
met3	0	12	0.00114
met4	0	0	0
met5	-	0	0
[cell type report]
cell class	instances	share of cell area
inverter	5	0.0564
timing repair buffer	12	0.278
tap	46	0.173
multi-input combinational	13	0.492
[report_power, final]
part | leakage, nW | internal (mW) | switching, mW
Sequential | 0 | 0 | 0
Clock | 0 | 0 | 0
Combinational | 0.136 | 0.0382 | 0.0278
[worst paths after layout]
kind	start	end	slack, ns	depth (start not counted)
setup / recovery	a[3]	aless	0.07	6
hold / removal	a[3]	agreat	1.35	5
Power is estimated from default activity; no workload was simulated.
