==> /design/flow/design.v <==
`timescale 1ns / 1ps
module addersubtractor(a,b,cin,sum,cout);
parameter N=4;
input [N-1:0]a,b;
input cin;
output [N-1:0]sum;
output cout;
wire [N-1:0]t;
wire [N-2:0]f;
wire mod;
assign mod=cin;
xor1 x0(b[0],mod,t[0]);
xor1 x1(b[1],mod,t[1]);
xor1 x2(b[2],mod,t[2]);
xor1 x3(b[3],mod,t[3]);
fulladder fa0(a[0],t[0],cin,sum[0],f[0]);
fulladder fa1(a[1],t[1],f[0],sum[1],f[1]);
fulladder fa2(a[2],t[2],f[1],sum[2],f[2]);
fulladder fa3(a[3],t[3],f[2],sum[3],cout);
endmodule
module fulladder(a,b,cin,sum,cout);
input a,b,cin;
output sum,cout;
assign sum=a^b^cin;
assign cout=(a&b)|(b&cin)|(cin&a);
endmodule
module xor1(b,k,out);
input b,k;
output out;
xor g1(out,k,b);
endmodule
==> /design/flow/run.sh <==
#!/bin/bash
# OpenROAD 26Q1-2900-gdf79404cd8, Yosys 0.63+post, stock flow scripts
make -C /OpenROAD-flow-scripts/flow DESIGN_CONFIG=/design/flow/config.mk WORK_HOME=/design/flow/orfs finish
==> /design/flow/config.mk <==
export PLATFORM = sky130hd
export DESIGN_NAME = addersubtractor
export DESIGN_NICKNAME = addersubtractor
export VERILOG_FILES = /design/flow/design.v
export SDC_FILE = /design/flow/constraint.sdc
export NUM_CORES = 4
export LEC_CHECK = 1
export CORE_AREA = 10 10 70 70
export DIE_AREA = 0 0 80 80
==> /design/flow/constraint.sdc <==
current_design addersubtractor

set clk_period 3.6
set clk_io_pct 0.2

create_clock -name clk0 -period $clk_period

set non_clock_inputs [all_inputs -no_clocks]
set_input_delay [expr $clk_period * $clk_io_pct] -clock clk0 $non_clock_inputs
set_output_delay [expr $clk_period * $clk_io_pct] -clock clk0 [all_outputs]
==> run notes <==
Numbers from the implementation run.

The average footprint of a synthesized cell is 9.46 µm². The final critical delay including setup and external delays is 3.52 ns. The total area of sequential cells is 0 µm². The largest voltage drop on the vdd net is 0.0433 mV. The HPWL after detailed placement is 531 µm. For the final routed database, the setup TNS stands at 0 ns.

The floorplan step defined a core boundary enclosing 3420 µm². At the pin with the least slew margin, the transition time is 0.205 ns. The cell with the largest stage delay on the worst path is sky130_fd_sc_hd__clkdlybuf4s50_1.

Per the detailed-route log, wirelength across all metal layers totals 537 µm. The final weighted congestion recorded by global placement is 0.697. The cell area reported after detailed placement is 342 µm². Per STA, the highest per-stage delay on the worst path measures 0.47 ns. The final hold violation count recorded for this run is 0. Of all nets on the critical path, the largest fanout is 2.

In the hold report, the worst path ends at sum[0]. In the finished design, the share of the clock period the worst path needs comes to 97.8%. In this run the post-CTS setup repair buffer count came out at 0. The leakage power figure is 0.141 nW.

The number of max-cap violations is 0. The mean number of vias per cell is 1.56. The first global-routing pass estimated 814 µm of wire. The area of the chip is 6400 µm². The highest-count logic cell in the final layout is sky130_fd_sc_hd__clkdlybuf4s50_1. Per the layout report, the design carries 0 clock buffers.

The kind of end point of the critical path is a primary output. The area of all placed cells without fillers is 340 µm². The ratio of cells with drive above 1 in the final layout is 13.8%. The cell area power density is 144 nW/µm². The worst hold slack is 2.24 ns. In the final report, the number of pins over their slew limit comes to 0. The area added between synthesis and finish is 125%. There are 0 flip-flops and latches. The normalized max-slew margin is 86.3%. The initial antenna violation count was 0. The pin count of the biggest net entering global routing is 4. The warning total across the stage logs is 35.

The flow ran to the end, and the final reports show no timing, DRC or antenna violations. The core utilization of the finished layout is 9.96%. The violation count after the first detailed-routing iteration is 2. The floorplan die width is 80 µm. After global routing the overflow that remains totals 0. The total setup violations reported at the end of the flow is 0. The type of the worst setup path is input port to primary output.

The port buffer count is 14. Post-synthesis, Yosys gives the total cell area as 151 µm². After floorplanning, the core was divided into 21 placement rows. Per STA, the worst path is made up of clkdlybuf4s50_1 > mux2_4 > fa_1 > inv_1 > fa_1 > inv_1 > clkdlybuf4s50_1.

The min-delay analysis places its worst path in the category input port to primary output. The highest clock rate is 284 MHz. In this run the count of I/O pins placed on the die edge is 14. The endpoint arrival time on the critical path is 2.80 ns.

The type of element launching the critical path is an input port. Measured along the y axis, the die boundary spans 80 µm. The detailed router placed 117 vias in this run. The share of synthesized area occupied by flip-flops and latches is 0%.

For this run, the script counts the antenna cells in the layout as 0. The iteration count recorded for the first detailed-route pass is 2. By instance count after routing, the leading logic cell types are 10 x sky130_fd_sc_hd__clkdlybuf4s50_1, 4 x sky130_fd_sc_hd__inv_1, 4 x sky130_fd_sc_hd__dlygate4sd2_1. During synthesis, Yosys emitted a total of 0 warnings.

The family with the most delay on the worst path is buffers and inverters. The beginning of the worst hold path is b[0]. Counting both buffers and inverters, the worst setup path holds a total of 4. Setup repair after global routing left no endpoint under its margin.

The fraction of the core area occupied by cells at floorplan is 4.43%. The via count of the first global-routing pass is 156. The report gives the cell count of the worst hold path as 4. The final antenna-violating net count is 0. The total cells reported by yosys after synthesis is 16. Data on the critical path is required at its endpoint by 2.88 ns. In the synthesized netlist, the number of instances is 16.

Per the detail_route report, routed wire per instance is 7.16 µm. Before any placement, the netlist area is recorded as 151 µm². Summed over all routing layers, the global router reports a total usage of 1.62%.

The script parses the final routing iteration and logs DRC violations as 0. The number of library cell types mapped by synthesis is 6.
-- routing by layer --
metal  routed length, µm  global-route usage, %
met5                   0                      0
met3                  89                  0.909
met4                   0                      0
met1                 293                   2.54
met2                 154                   1.93
-- through the flow --
step / setup slack, ns / instances / power, mW
2_1_floorplan: 0.689 / 16 / 0.0243
3_5_place_dp: -0.282 / 75 / 0.0540
5_1_grt: 0.00210 / 75 / 0.0558
6_report: 0.0805 / 75 / 0.0491
4_1_cts: 0.0702 / 75 / 0.0505
3_3_place_gp: -0.261 / 75 / 0.0534
-- cell families after synthesis --
family                   count (synthesis)  share of synthesized area (%)
multiplexers                             1                           7.44
buffers and inverters                    8                           29.7
adder cells (fa/ha/maj)                  3                           39.7
XOR/XNOR                                 4                           23.1
-- synth_stat cells --
library cell	n	area share [%]
sky130_fd_sc_hd__xnor2_1	1	5.8
sky130_fd_sc_hd__buf_4	4	20
sky130_fd_sc_hd__mux2_2	1	7.4
sky130_fd_sc_hd__fa_1	3	40
sky130_fd_sc_hd__inv_1	4	9.9
sky130_fd_sc_hd__xor2_1	3	17
-- tightest hold or removal path, cell delays in order --
cell,delay (ns)
sky130_fd_sc_hd__dlygate4sd2_1,0.23
sky130_fd_sc_hd__buf_4,0.12
sky130_fd_sc_hd__xor2_1,0.05
sky130_fd_sc_hd__clkdlybuf4s50_1,0.40
-- layout make-up --
| type | count | area (µm²) |
|---|---|---|
| multi-input cells | 8 | 110 |
| inverters | 4 | 15.0 |
| repair buffers | 17 | 158 |
| fillers | 411 | 3080 |
| well taps | 46 | 57.6 |
-- how the worst max path moves through the flow --
| stage | startpoint | end | slack [ns] | depth (start not counted) |
|---|---|---|---|---|
| after CTS | a[0] | sum[2] | 0.07 | 7 |
| after global routing | b[1] | sum[3] | 0.002 | 8 |
| final | a[0] | sum[2] | 0.08 | 7 |
-- repair_timing --
item,in CTS,in global routing
hold buffers,0,0
gates resized,5,0
endpoints found under the setup margin,3,0
-- power breakdown --
part	switching, mW	leakage, nW	internal, mW
Combinational	0.0159	0.141	0.0332
Clock	0	0	0
Sequential	0	0	0
Power and IR drop assume default switching activity.
